[design/flow/config.mk]
export PLATFORM = sky130hd
export DESIGN_NAME = fw_mod
export DESIGN_NICKNAME = fw_mod
export VERILOG_FILES = /design/flow/design.v
export SDC_FILE = /design/flow/constraint.sdc
export NUM_CORES = 4
export LEC_CHECK = 1
export CORE_AREA = 10 10 70 70
export DIE_AREA = 0 0 80 80
[design/flow/constraint.sdc]
current_design fw_mod

set clk_period 1.9
set clk_io_pct 0.2

create_clock -name clk0 -period $clk_period [get_ports {clk}]

set non_clock_inputs [all_inputs -no_clocks]
set_input_delay [expr $clk_period * $clk_io_pct] -clock clk0 $non_clock_inputs
set_output_delay [expr $clk_period * $clk_io_pct] -clock clk0 [all_outputs]
[design/flow/design.v]
module fw_mod (clk, reset, invk_fw, short_timeout, 
				long_timeout, car_on_fw, 
				invk_hw, timer_fw_reset);
	input clk;
	input reset;
	input invk_fw;
	input short_timeout;
	input long_timeout;
	input car_on_fw;
	output invk_hw;
	output timer_fw_reset;
	localparam [1:0] RED = 2'd0;
	localparam [1:0] YELLOW = 2'd1;
	localparam [1:0] GREEN = 2'd2;
	reg [1:0] state_fw;
	initial state_fw = RED;
	assign invk_hw = ((state_fw == GREEN) && (~long_timeout) && (~car_on_fw)) || 
					((state_fw == GREEN ) && (long_timeout));
	assign timer_fw_reset = invk_hw || 
							((state_fw == GREEN) && (~long_timeout) && (~car_on_fw)) ||
							((state_fw == GREEN) && (long_timeout)) ||
							((state_fw == YELLOW) && short_timeout);
	always@(posedge clk) begin
		if(reset)
			state_fw <= RED;
		else begin
			case(state_fw)
				RED: 
					state_fw <= (invk_fw) ? GREEN : RED;
				YELLOW:
					state_fw <= (short_timeout) ? RED : YELLOW;
				GREEN:
					state_fw <= ((~long_timeout) && (~car_on_fw) || 
								long_timeout) ? YELLOW : GREEN;
				default: 
					state_fw <= RED;
			endcase
		end
	end
endmodule
[design/flow/run.sh]
#!/bin/bash
# OpenROAD 26Q1-2900-gdf79404cd8, Yosys 0.63+post, stock flow scripts
make -C /OpenROAD-flow-scripts/flow DESIGN_CONFIG=/design/flow/config.mk WORK_HOME=/design/flow/orfs finish
==> results.py <==
# Physical implementation metrics
metrics = {
    "clock_tree": {
        "clkSinkCount": 2,
        "cts-root-buf": "clkbuf_4",
        "cts_hold_buf": 0,
        "cts_buffer_depth": 2,
        "numCtsBuffers": 3,
        "insertion_delay_ps": 220,
        "cts_tree": "done",
        "htree_levels": 1,
        "clkTransAtPathRegs_ps": 30,
    },
    "place": {
        "io_buffers": 7,
        "place_ws_ps": -199,
        "gp_congestion": 0.680,
        "dp_cells": 64,
        "dpl-instance-area_sq_um": 245,
    },
    "critical_path": {
        "r2r_setup_slack_ps": 1090,
        "crit_type": "primary input to primary output",
        "cp-end-kind": "primary output",
        "crit_fanout": 2,
        "slowest_delay_ps": 430,
        "crit_arrival_ps": 1310,
        "cp_cell_sequence": "clkdlybuf4s50_1 > a31o_2 > dlygate4sd2_1",
        "critPathSlowestCell": "clkdlybuf4s50_1",
        "critPathLaunchType": "primary input",
        "crit_required_ps": 1520,
    },
    "final_layout": {
        "fin_area_sq_um": 283,
        "post-route-util_pct": 8.28,
        "most-common-layout-cells": "clkbuf_4, clkdlybuf4s50_1",
        "drive_gt1_share_pct": 40.9,
        "final_cells": 68,
        "regMostFlops": "state_fw",
        "syn_to_final_growth_pct": 157,
        "top_regs": "state_fw (2)",
        "largest_reg_flops": 2,
    },
    "final_timing": {
        "drv_slew": 0,
        "finalClockPeriodUsage_pct": 89.1,
        "fin_crit_ps": 1690,
        "slew_headroom_pct": 87.6,
        "final_hold_viol_count": 0,
        "setup_violations": 0,
        "fin_hold_ws_ps": 533,
        "setup_tns_ps": 0,
        "rsz0062_at_grt": "false",
        "finalClockSkew_ps": 1.45,
        "max_freq_ghz": 0.590,
        "max_slew.worst_pin.slew_ps": 186,
        "fin_ws_ps": 206,
    },
    "power": {
        "leakagePower_nw": 0.126,
        "p_sw_share_pct": 21.6,
        "power_density_nw_per_um2": 616,
        "vdd_drop_max_mv": 0.245,
        "p_clk_share_pct": 53.9,
        "pwr-share-seq_pct": 27.8,
        "internal_power_mw": 0.137,
        "power_mw": 0.174,
        "comb_power_share_pct": 18.3,
        "p_switching_mw": 0.0377,
    },
    "route": {
        "drc_errors": 0,
        "drt_iter0_drc": 1,
        "routed_wl_um": 450,
        "vias_per_cell": 1.74,
        "vias": 118,
        "diodes": 0,
        "first_pass_iters": 2,
        "avgRoutedWirePerCell_um": 6.62,
        "ant_nets": 0,
    },
    "synth": {
        "synth_cell_types": 9,
        "fa_ha_area_share_pct": 0,
        "mux_share_pct": 9.09,
        "ys_sh_aoi_pct": 17.0,
        "ys_chip_area_sq_um": 110,
        "netlist_instances": 10,
        "ys_seq_share_pct": 36.4,
        "yosys_cells": 10,
        "synthesis.area_sq_um": 110,
        "synth_flops": 2,
        "yosysWarnings": 1,
        "xor_share_pct": 0,
        "synth.avg_cell_area_sq_um": 11.0,
        "simple_gate_area_share_pct": 34.1,
        "ys_top_logic_family": "simple AND/OR/NAND/NOR gates",
    },
    "floorplanning": {
        "die_w_um": 80,
        "die-height_um": 80,
        "rows": 21,
        "num_io_pins": 8,
        "fp_util_pct": 3.22,
        "core-area_sq_um": 3420,
        "fp.dieArea_sq_um": 6400,
    },
    "grt": {
        "antenna_found_initial": 0,
        "grt_pass1_vias": 157,
        "grt_util_all_layers_pct": 1.43,
        "grt.overflow.total": 0,
        "grt_pass1_wl_um": 703,
        "grt_max_degree": 5,
    },
    "outcome": {
        "status": "finished, final reports clean",
    },
    "min_path": {
        "min_path_type": "register to register",
    },
    "run": {
        "maxCapViolCount": 0,
        "warning_count": 26,
    },
}
[routing by layer]
layer	GRT usage (%)	wire length [um]
met1	1.79	237
met2	1.93	182
met3	0.795	29
met4	0.704	0
met5	0	0
[worst paths after layout]
check | startpoint | endpoint | cells past startpoint
setup / recovery | short_timeout | timer_fw_reset | 3
hold / removal | state_fw[0] | state_fw[1] | 1
setup reg to reg | state_fw[0] | state_fw[0] | 2
hold reg to reg | state_fw[0] | state_fw[1] | 1
[layout make-up]
type                       instances  area, sq um
inverter                           1         3.75
tap                               46         57.6
sequential                         2         40.0
timing repair buffer               9         87.6
fill                             413         3130
multi-input combinational          7         71.3
clock buffer                       3         22.5
[cells in the mapped netlist]
| cell type | n | area [sq um] |
|---|---|---|
| dfxtp_1 | 2 | 40.0 |
| a31o_2 | 1 | 8.76 |
| mux2i_1 | 1 | 10.0 |
| nor3_1 | 1 | 5.00 |
| nor2b_2 | 1 | 8.76 |
| nor3b_1 | 1 | 7.51 |
| nor3_4 | 1 | 16.3 |
| o21ba_1 | 1 | 10.0 |
| inv_2 | 1 | 3.75 |
[critical path: cells and delay by family]
| kind | cells | cell delay (ps) |
|---|---|---|
| compound gates | 1 | 270 |
| buf+inv | 2 | 660 |
[logic make-up (layout without fill, tap and decap cells)]
logic type	count (synthesis)	in the layout
AND-OR/OR-AND	2	2
flip-flops	2	2
multiplexers	1	1
AND/OR/NAND/NOR	4	4
buffers and inverters	1	13
[repair_timing]
item | 4_1_cts | 5_1_grt
pin swaps | 0 | 1
endpoints found under the setup margin | 2 | 1
gates resized | 3 | 2
setup buffers | 1 | 0
[power by group through the flow]
stage,sequential (mW),combinational [mW],clock [mW]
CTS,0.0484,0.0331,0.100
global route,0.0487,0.0340,0.109
finish,0.0485,0.0319,0.0940
Power is estimated from default activity; no workload was simulated.
