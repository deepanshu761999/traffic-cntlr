--- flow/run.sh ---
#!/bin/bash
# OpenROAD 26Q1-2900-gdf79404cd8, Yosys 0.63+post, stock flow scripts
make -C /OpenROAD-flow-scripts/flow DESIGN_CONFIG=/design/flow/config.mk WORK_HOME=/design/flow/orfs finish
--- flow/config.mk ---
export PLATFORM = sky130hd
export DESIGN_NAME = timer
export DESIGN_NICKNAME = timer
export VERILOG_FILES = /design/flow/design.v
export SDC_FILE = /design/flow/constraint.sdc
export NUM_CORES = 4
export LEC_CHECK = 1
export CORE_AREA = 10 10 70 70
export DIE_AREA = 0 0 80 80
--- flow/constraint.sdc ---
current_design timer

set clk_period 1.5
set clk_io_pct 0.2

create_clock -name clk0 -period $clk_period [get_ports {clk}]

set non_clock_inputs [all_inputs -no_clocks]
set_input_delay [expr $clk_period * $clk_io_pct] -clock clk0 $non_clock_inputs
set_output_delay [expr $clk_period * $clk_io_pct] -clock clk0 [all_outputs]
--- flow/design.v ---
module timer (clk, reset, timer_hw_reset, timer_fw_reset, short_timeout, long_timeout);
	input clk;
	input reset;
	input timer_hw_reset;
	input timer_fw_reset;
	output short_timeout;
	output long_timeout;
	localparam RESETk = 3'd0;
	localparam T1 = 3'd1;
	localparam T2 = 3'd2;
	localparam T3 = 3'd3;
	localparam T4 = 3'd4;
	localparam T5 = 3'd5;
	localparam T6 = 3'd6;
	localparam T7 = 3'd7;
	reg [2:0] state;
	initial state = RESETk;
	always@(posedge clk) begin
		case(state) 
			RESETk:
				if (reset || timer_hw_reset || timer_fw_reset) 
					state <= RESETk;
				else
					state <= T1;
			T1:
				if (reset || timer_hw_reset || timer_fw_reset) 
					state <= RESETk;
				else
					state <= T2;
			T2:
				if (reset || timer_hw_reset || timer_fw_reset) 
					state <= RESETk;
				else
					state <= T3;
			T3:
				if (reset || timer_hw_reset || timer_fw_reset) 
					state <= RESETk;
				else
					state <= T4;
			T4:
				if (reset || timer_hw_reset || timer_fw_reset) 
					state <= RESETk;
				else
					state <= T5;
			T5:
				if (reset || timer_hw_reset || timer_fw_reset) 
					state <= RESETk;
				else
					state <= T6;
			T6:
				if (reset || timer_hw_reset || timer_fw_reset) 
					state <= RESETk;
				else
					state <= T7;
			T7:
				if (reset || timer_hw_reset || timer_fw_reset) 
					state <= RESETk;
				else
					state <= T7;
			default:
				state <= RESETk;
		endcase
	end
	assign short_timeout = (state == T3) ||
				(state == T4) ||
				(state == T5) ||
				(state == T6) ||
				(state == T7);
	assign long_timeout = (state == T7);
endmodule
==> reports/qor.tcl <==
set qor(grt_usage) 0.0118
set qor(io_buffers) 5
set qor(die_width_um) 80
set qor(synth_flop_count) 3
set qor(synthDominantAreaCellType) {sky130_fd_sc_hd__dfxtp_1}
set qor(power.density_nw_per_um2) 875
set qor(detail_route.vias_per_cell) 1.91
set qor(cts-htree-levels) 1
set qor(synth.lib_cells_used.distinct) 10
set qor(synth_stat.cells) 12
set qor(grt_setup_unrepaired) {false}
set qor(path_clk_slew_ns) 0.04
set qor(number_of_violations_of_the_max_capacitance_limit) 0
set qor(routed_antenna_nets) 0
set qor(detailedPlacementHpwl_um) 242
set qor(worstMarginPinSlew_ns) 0.121
set qor(grt_antenna_before_repair) 0
set qor(cp_data_required_time_ns) 1.20
set qor(arrival_ns) 1.08
set qor(timing.final.hold_violations) 0
set qor(place_ws_ns) 0.166
set qor(finalWorstPathRequiredPeriod_ns) 1.38
set qor(vias_in_the_first_global_route) 146
set qor(die_height_um) 80
set qor(finalClockPeriodUsage) 0.923
set qor(cts_tree) {done}
set qor(maxSlewViolCount) 0
set qor(syn_avg_cell_area_um2) 10.2
set qor(crit_type) {register to output pin}
set qor(num_vias) 132
set qor(worst_skew_pair.late_latency_ns) 0.23
set qor(worst-path-max-fanout) 4
set qor(peakVddDrop_mv) 0.231
set qor(ios) 6
set qor(drive_above_1_share) 0.435
set qor(tns_ns) 0
set qor(first_iter_violations) 2
set qor(achievable-frequency_mhz) 723
set qor(area_growth_syn_to_layout_pct) 126
set qor(routed_wirelength_um) 351
set qor(netlist.area_leader.share) 0.490
set qor(grt-ovfl-total) 0
set qor(yosysMostFrequentCell) {sky130_fd_sc_hd__dfxtp_1}
set qor(outcome) {complete, no violations}
set qor(initCoreUtil) 0.0359
set qor(stage_log_warnings) 25
set qor(critical_path.top_delay_family) {buffers and inverters}
set qor(synth-async-reset-ratio) 0
set qor(area_of_the_mapped_netlist_um2) 123
set qor(worst_clock_skew_ns) 0.000243
set qor(max_flop_register) {state}
set qor(setup.worst_path.start_class) {register}
set qor(ff_type) {sky130_fd_sc_hd__dfxtp_1}
set qor(timing.final.ws_setup_ns) 0.116
set qor(drt_first_pass_iters) 3
set qor(maxSlewHeadroom) 0.919
set qor(grt_start_max_net_pins) 6
set qor(ctsRootBufferMaster) {sky130_fd_sc_hd__clkbuf_4}
set qor(edf_count) 0
set qor(yosys_warnings) 1
set qor(die_area_um2) 6400
set qor(nFillCells) 415
set qor(cp-end-kind) {output pin}
set qor(worst_path_max_delay_cell) {sky130_fd_sc_hd__dfxtp_2}
set qor(antennaDiodeCount) 0
set qor(worstHoldPathType) {register to register}
set qor(p_leak_uw) 0.000125
set qor(crit_path_max_incr_delay_ns) 0.31
set qor(largest_reg_flops) 3
set qor(crit_buf_inv) 2
set qor(core-area_um2) 3420
set qor(crit_path_cell_trace) {buf_4 -> and3_1 -> dlygate4sd2_1}
set qor(cts_max_path_buffers) 2
set qor(synth_sequential_area_ratio) 0.490
set qor(drcViolationCount) 0
set qor(layout_top_registers) {state x3}
set qor(gp_congestion) 0.557
set qor(grt_first_pass_wirelength_um) 600
set qor(placement_rows) 21
set qor(cts_inserted_buffers) 3
set qor(post_synth_main_area_contributors) {sky130_fd_sc_hd__dfxtp_1, sky130_fd_sc_hd__or3_4, sky130_fd_sc_hd__nor3_2}
set qor(setup_viol_count_final) 0
set qor(syn-instance-count) 12
set qor(wl_per_cell_um) 5.09
set qor(cts_sinks) 3
set qor(synth-area-yosys_um2) 123
final cells by class:
type / instances / area (µm²) / share of cell area
repair buffers: 7 / 66.3 / 0.240
multi-input cells: 9 / 62.6 / 0.226
flip-flops and latches: 3 / 63.8 / 0.231
well taps: 46 / 57.6 / 0.208
clock buffers: 4 / 26.3 / 0.0950
tightest hold or removal path: cells and delay by family (launching register included):
kind,cells,cell delay [ns]
compound gates,1,0.06
simple gates,1,0.06
flops,1,0.32
routing by layer:
metal	up-vias	GRT usage	wire [µm]	share of wire
met2	8	0.0128	104	0.30
met3	2	0.00909	43	0.12
met4	0	0.00528	10	0.028
met5	-	0	0	0
li1	64	-	-	-
met1	58	0.0159	193	0.55
worst paths after layout:
path	startpoint	endpoint	depth (start not counted)	slack [ns]
setup / recovery	state[0]	long_timeout	3	0.12
hold / removal	state[2]	state[0]	2	0.49
setup reg to reg	state[0]	state[1]	3	0.73
hold reg to reg	state[2]	state[0]	2	0.49
cell usage in the layout (no fill, tap or decap), types with 2 or more instances in the layout:
cell / netlist / layout
sky130_fd_sc_hd__dfxtp_2: 0 / 3
sky130_fd_sc_hd__buf_4: 0 / 2
sky130_fd_sc_hd__clkbuf_4: 0 / 3
sky130_fd_sc_hd__clkdlybuf4s50_1: 0 / 3
repair_timing:
item,CTS,global route
pin swaps,0,1
setup buffers,1,1
gates cloned,0,0
hold buffers,0,0
resized,4,1
endpoints found under the setup margin,2,1
report_power, final:
group / switching, µW / internal (µW)
combinational: 3.94 / 10.6
sequential: 0.819 / 81.9
clock: 44.7 / 99.9
logic make-up after synthesis:
group,share of synthesized area
and+or+nand+nor,0.408
DFF,0.490
AOI/OAI and AO/OA,0.102
through the flow:
step	util	cell area [µm²]	cells	power (µW)	hold WS (ns)
after floorplan	-	123	12	87.7	0.450
after global placement	0.0674	230	63	95.7	0.459
after detailed placement	0.0674	230	63	96.2	0.489
after CTS	0.0780	267	68	250	0.476
after global routing	0.0810	277	69	261	0.533
final	0.0810	277	69	242	0.485
Power figures rest on the tool's default switching activity, not on a simulated workload.
